===== design.v =====
module alu_reg #(parameter WIDTH = 8)
            (input      [WIDTH-1:0] a, b,
             input      [2:0]       alucont,
             output reg [WIDTH-1:0] result,
             input clk);
   wire     [WIDTH-1:0] b2, sum, slt;
   assign b2 = alucont[2] ? ~b:b;
   assign sum = a + b2 + alucont[2];
   assign slt = sum[WIDTH-1];
   always@(posedge clk)
      case(alucont[1:0])
         2'b00: result <= a & b;
         2'b01: result <= a | b;
         2'b10: result <= sum;
         2'b11: result <= slt;
      endcase
endmodule

===== run.sh =====
#!/bin/bash
# OpenROAD 26Q1-2900-gdf79404cd8, Yosys 0.63+post, stock flow scripts
make -C /OpenROAD-flow-scripts/flow DESIGN_CONFIG=/design/flow/config.mk WORK_HOME=/design/flow/orfs finish

===== config.mk =====
export PLATFORM = sky130hd
export DESIGN_NAME = alu_reg
export DESIGN_NICKNAME = alu_reg
export VERILOG_FILES = /design/flow/design.v
export SDC_FILE = /design/flow/constraint.sdc
export NUM_CORES = 4
export LEC_CHECK = 1
export CORE_AREA = 10 10 88 88
export DIE_AREA = 0 0 98 98

===== constraint.sdc =====
current_design alu_reg

set clk_period 3.0
set clk_io_pct 0.2

create_clock -name clk0 -period $clk_period [get_ports {clk}]

set non_clock_inputs [all_inputs -no_clocks]
set_input_delay [expr $clk_period * $clk_io_pct] -clock clk0 $non_clock_inputs
set_output_delay [expr $clk_period * $clk_io_pct] -clock clk0 [all_outputs]

==> flow_summary.toml <==
# implementation run metrics
[outcome]
status = "finished clean"

[run]
warnings = 26
cap_violations = 0

[setup_path]
startpoint_type = "primary input"
critical_path_class = "in -> reg"
arrival_ps = 2670
critical_path.max_fanout = 5
cp-end-kind = "register"
worst_ep_required_time_ps = 3090

[final_layout]
top_regs = "result: 8 flops"
fillers = 661
drive_gt1_share_pct = 5.41
finalCoreUtilization_pct = 18.5
layout_top_cell = "clkdlybuf4s50_1"
logic_area_um2 = 500
areaGrowthSynthToFinish_pct = 57.8
largest_reg_flops = 8
top_register = "result"
lay_top_cells = "27 x clkdlybuf4s50_1, 10 x a21oi_1, 8 x xor2_1, 8 x dfxtp_1, 7 x ha_1"
seq_area_um2 = 160

[sta]
setup-violations-final = 0
finalSetupTns_ps = 0
fin_crit_ps = 2580
timing.fmax_mhz = 388
timing.final.ws_setup_ps = 420
hold_ws_ps = 1060
rsz0062_at_grt = "no"
finalHoldViolations = 0
fin_crit_sh_pct = 86.0
max-slew-margin-rel_pct = 69.4
worstMarginPinSlew_ps = 458
finalMaxSlewViolations = 0

[floorplanning]
die_w_um = 98
die_h_um = 98
core_area_um2 = 5920
ioPinCount = 28
fp_util_pct = 11.7
fp-row-count = 28
chip_area_um2 = 9600

[yosys]
synth.distinct_cells = 25
synth_stat.cells = 83
syn-cell-area_um2 = 694
ys.flops = 8
yosysWarningCount = 1
yosys-top-cells-area = "dfxtp_1 23%, ha_1 13%, xor2_1 10%"
yosysTopAreaCell = "dfxtp_1"
postSynthAreaPerCell_um2 = 8.37
yosys_area_um2 = 694
synthCells = 83
yosysTopAreaCellShare_pct = 23.1
ys_seq_share_pct = 23.1

[routing]
dr.pass1.iters = 4
highest_layer = "met3"
routed_via_density = 3.41
drc_errors = 0
diodes = 0
wl_mm = 2.03
wl_met2_um = 876
wl_per_cell_um = 10.9
wl_met3_um = 226
num_vias = 634
first_iter_violations = 4
drtAntennaViolNets = 0
wl_met1_um = 923

[global_route]
grt_max_degree = 12
grt.total_usage_pct = 4.05
antenna_found_initial = 0
grt_pass1_wl_mm = 3.20
grt_pass1_vias = 651
grt.overflow.total = 0

[placement]
pre_cts_slack_ps = 179
numPortBuffers = 27
place_hpwl_mm = 1.74
place_congestion = 0.726

[clock_tree]
htreeDepth = 1
numCtsBuffers = 3
cts_root_buffer = "clkbuf_8"
clock_tree.buffer_depth = 2
cts_setup_buffers = 0
clock_sinks = 8
clkSlewWorstSetupHoldPaths_ps = 40
cts_resized = 0
cts_tree = "yes"
cts_hold_buffers = 0

[power]
peakVddDrop_v = 0.000171
p_total_uw = 430
p_per_area_nw_per_um2 = 392
leakage_nw = 0.427

[min_path]
holdPathEnd = "result[5]"
min_from = "a[5]"
hp-class = "in -> reg"
holdPathStages = 3
## critical path: stages
cell	delay [ps]
clkdlybuf4s50_1	480
buf_4	150
xor2_1	190
ha_1	290
a21o_1	200
a221o_1	280
a31oi_1	190
xnor2_1	170
o22ai_1	100
## report_power, final
group / switching (mW) / internal, mW
sequential: 0.00424 / 0.122
combinational: 0.0738 / 0.106
clock: 0.0370 / 0.0864
## cell usage after synthesis
| cell | count |
|---|---|
| a21oi_1 | 10 |
| dfxtp_1 | 8 |
| xor2_1 | 8 |
| ha_1 | 7 |
| xnor2_1 | 6 |
| nand2_1 | 5 |
| o21a_1 | 5 |
| o22ai_1 | 5 |
| inv_1 | 4 |
| nor2_1 | 4 |
| clkbuf_1 | 3 |
| a21o_1 | 2 |
| nor3b_1 | 2 |
| o21ai_1 | 2 |
| o32ai_1 | 2 |
| a221o_1 | 1 |
| a31oi_1 | 1 |
| and2_1 | 1 |
| and2_4 | 1 |
| buf_4 | 1 |
| fa_1 | 1 |
| mux2i_1 | 1 |
| nand2b_1 | 1 |
| nor3_1 | 1 |
| o211ai_1 | 1 |
## cell type report
cell class                      count  area share (%)
Inverter                            4            1.37
Sequential cell                     8            14.6
Multi-Input combinational cell     67            45.7
Tap cell                           75            8.56
Clock buffer                        3            3.77
Timing Repair Buffer               29            26.0
## metal layers
metal  vias to the layer above  track usage (%)
li1                        355                -
met1                       262             5.01
met2                        17             6.19
met3                         0             2.28
met4                         0            0.447
met5                         -                0
## through the flow
stage	instance area, µm²	instances
CTS	1100	186
global route	1100	186
floorplan	694	83
global placement	1050	183
detailed placement	1050	183
finish	1100	186
## how the worst max path moves through the flow
stage | startpoint | to | slack, ps | cells after the start
4_1_cts | alucont[2] | result[7] | 410 | 9
5_1_grt | b[0] | result[6] | 320 | 9
6_report | alucont[2] | result[7] | 420 | 9
## cells by family (layout without fill, tap and decap cells)
family	count (synthesis)	after routing	synth area share [%]
multiplexers	1	1	1.44
XOR/XNOR	14	14	17.7
flip-flops	8	8	23.1
buffers and inverters	8	36	4.86
AND-OR/OR-AND	29	29	26.7
adder cells (fa/ha/maj)	8	8	15.5
AND/OR/NAND/NOR	15	15	10.8
